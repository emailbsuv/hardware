--- flow/run.sh ---
#!/bin/bash
# OpenROAD 26Q1-2900-gdf79404cd8, Yosys 0.63+post, stock flow scripts
make -C /OpenROAD-flow-scripts/flow DESIGN_CONFIG=/design/flow/config.mk WORK_HOME=/design/flow/orfs finish
--- flow/config.mk ---
export PLATFORM = sky130hd
export DESIGN_NAME = led_case
export DESIGN_NICKNAME = led_case
export VERILOG_FILES = /design/flow/design.v
export SDC_FILE = /design/flow/constraint.sdc
export NUM_CORES = 4
export LEC_CHECK = 1
export CORE_AREA = 10 10 107 107
export DIE_AREA = 0 0 117 117
--- flow/constraint.sdc ---
current_design led_case

set clk_period 6.5
set clk_io_pct 0.2

create_clock -name clk0 -period $clk_period [get_ports {clk}]

set non_clock_inputs [all_inputs -no_clocks]
set_input_delay [expr $clk_period * $clk_io_pct] -clock clk0 $non_clock_inputs
set_output_delay [expr $clk_period * $clk_io_pct] -clock clk0 [all_outputs]
--- flow/design.v ---
module led_case
(
	input clk,
	output plus,
	input minus,
	output pin_77
);
	reg led = 1'b1;
	reg[31:0] count = 32'b0;
	always @ (posedge clk)
	begin
		count <= count + 1'b1;
		if (count == 26'd50000000)
		begin
			led <= !led;
			count <= 32'b0;
		end 
	end
	assign plus = led;
	assign pin_77 = led;
endmodule
==> flow_summary.yaml <==
# flow metrics
power:
  ir_worst_vdd_v: 0.0001399
  power.combinational.fraction_pct: 0
  power.switching_uw: 74.16
  power.clock.fraction_pct: 49.5
  power.sequential.fraction_pct: 50.5
  sw_frac_of_total_pct: 18.44
  intPower_uw: 327.9
  p_per_area_nw_per_um2: 223.6
  total_power_uw: 402.1
  power.leakage_nw: 0.6291
timing:
  grt_setup_unrepaired: "no"
  finClkSkew_ns: 0.009112
  final.setup.worst_slack_ns: 4.066
  maxSlewViolCount: 0
  setup_viol: 0
  fmax_mhz: 410.9
  max-slew-margin-rel_pct: 65.66
  report.final.hold_viol_count: 0
  period_utilization_pct: 37.44
  fin_crit_ns: 2.434
  tightest_slew_ns: 0.5150
  setup-tns-final_ns: 0
logic_synthesis:
  synthDominantAreaCellType: "sky130_fd_sc_hd__dfxtp_1"
  netlist_top_cells_count: "32 x sky130_fd_sc_hd__dfxtp_1, 15 x sky130_fd_sc_hd__xnor2_1, 11 x sky130_fd_sc_hd__nand4_1, 11 x sky130_fd_sc_hd__nor2_1, 9 x sky130_fd_sc_hd__nand3_1"
  synth-edff-count: 1
  seq_area_frac_synth_pct: 43.44
  synth.top_cell.area_share_pct: 41.49
  yosys-stat-cells: 165
  synth.most_common_cell: "sky130_fd_sc_hd__dfxtp_1"
  synthesis.area_per_instance_sq_um: 9.357
  register_bit_total_from_synthesis: 33
  synth-warning-count: 1
  post_synthesis_instance_area_sq_um: 1544
  syn_inst: 165
  async_flop_share_pct: 0
  synth.lib_cells_used.distinct: 37
  yosysChipArea_sq_um: 1544
  top_cells_by_area: "sky130_fd_sc_hd__dfxtp_1 41%, sky130_fd_sc_hd__xnor2_1 8.5%, sky130_fd_sc_hd__nand4_1 4.5%, sky130_fd_sc_hd__xor2_1 4.0%, sky130_fd_sc_hd__nand3_1 2.9%"
  ys.flop_type: "sky130_fd_sc_hd__dfxtp_1"
setup_path:
  timing.rr.end: "count[21]$_SDFF_PN0_"
  cp_slowest_stage_delay_ns: 0.48
  critPathLaunch: "led$_DFFE_PN_"
  worstSetupPathDepth: 1
  startpoint_type: "flip-flop"
  crit_slowest_cell: "sky130_fd_sc_hd__clkdlybuf4s50_1"
  critical_path.reg2reg.startpoint: "count[2]$_SDFF_PN0_"
  timing.critical_path.cells: "clkdlybuf4s50_1"
  ff2ff_path_depth: 4
  worst_path_dominant_cell_family: "buffers and inverters"
  timing.critical_path.to: "pin_77"
  r2r_slack_ns: 4.40
  timing.critical_path.required_ns: 5.20
  critical_path_buf_inv_count: 1
  worst_setup_path_end_kind: "primary output"
  path_class: "reg2out"
  peak_fanout_along_the_critical_path: 3
  worstPathArrival_ns: 1.13
clocking:
  ctsLongestPathBuffers: 2
  cts_buffers: 5
  hold_buffers: 0
  post-cts-setup-buffers: 0
  cts_max_level: 2
  cts_tree: "built"
  clk_transition_reported_paths_ns: 0.07
  cts_sinks: 33
  clock.latency.late_pin_ns: 0.29
  cts-root-buf: "sky130_fd_sc_hd__clkbuf_8"
  ctsResizeCount: 0
cells_and_area:
  core_occupancy_in_the_finished_layout_pct: 19.55
  area_growth_syn_to_layout_pct: 16.45
  post-route-cell-area_sq_um: 1798
  drive_gt1_share_pct: 9.412
die:
  placementRows: 35
  top_level_ports: 4
  die_w_um: 117
  design.die.area_sq_um: 13690
  floorplanUtilization_pct: 16.79
  core_sq_um: 9196
  die_h_um: 117
drt:
  routed_wire_length_per_instance_um: 10.28
  route.antenna.diode_count: 0
  drt_iter0_markers: 63
  detail_route.wirelength_mm: 2.889
  via_per_inst: 4.285
  vias: 1204
  antenna_violation_net_count_after_detailed_routing: 0
  post-route-drc-count: 0
  drt_pass1_iterations: 4
run:
  tool_warnings: 27
  max_cap_check_violation_count: 0
placement:
  detailed_place.area_sq_um: 1682
  gpl.final_weighted_congestion: 0.8481
  dp.final_hpwl_mm: 2.061
  place.port_buffers: 2
  dp_slack_ns: 4.359
run_status:
  run_status: "complete, no violations"
grt:
  first_global_vias: 1077
  overflow: 0
  grtUsageTotal_pct: 4.395
  grt_max_degree: 16
  grt_antenna_before_repair: 0
  wire_length_of_the_first_global_routing_pass_mm: 5.016
min_path:
  min_from: "count[0]$_SDFF_PN0_"
  hold_class: "reg2reg"
-- how the worst min path moves through the flow --
stage                      end  slack, ns  depth (start not counted)
5_1_grt   count[31]$_SDFF_PN0_       0.51                          1
4_1_cts    count[0]$_SDFF_PN0_       0.49                          1
6_report   count[0]$_SDFF_PN0_       0.48                          1
-- power by group through the flow --
stage / Sequential, mW / Clock [mW] / Combinational, mW
after CTS: 0.203 / 0.204 / 0.000000301
after global routing: 0.203 / 0.212 / 0.000000301
final: 0.203 / 0.199 / 0.000000301
-- state kept, by name (all words and copies together), names as in the netlist --
register	cells
led	1
count	32
-- cell families (layout without fill, tap and decap cells) --
kind of cell             after synthesis  in the layout  synth area share [%]
AND-OR/OR-AND                         16             16                 6.240
flip-flops                            33             33                 43.44
buffers and inverters                 13             18                 3.566
XOR/XNOR                              22             22                 12.48
adder cells (fa/ha/maj)                2              2                 1.620
AND/OR/NAND/NOR                       79             79                 32.66
-- routing by layer --
layer | track usage (%) | up-vias | part of all wire, %
li1 | - | 611 | -
met1 | 6.543 | 567 | 53
met2 | 6.262 | 18 | 41
met3 | 1.135 | 8 | 4.1
met4 | 0.9061 | 0 | 1.9
met5 | 0 | - | 0
-- stage by stage --
step | cells | hold WS (ns)
after floorplan | 165 | 0.4355
after global placement | 273 | 0.4571
after detailed placement | 273 | 0.4653
after CTS | 281 | 0.4879
after global routing | 281 | 0.5088
final | 281 | 0.4836
-- cells in the final DEF, fill, tap and decap left out, types with 4 or more instances in the layout --
master and count:
sky130_fd_sc_hd__nand2_1 7, sky130_fd_sc_hd__or4_1 4, sky130_fd_sc_hd__and3_1 4, sky130_fd_sc_hd__a21oi_1 7, sky130_fd_sc_hd__nand3_1 9, sky130_fd_sc_hd__nor2_1 11
sky130_fd_sc_hd__or3_1 5, sky130_fd_sc_hd__dfxtp_1 32, sky130_fd_sc_hd__nor4_1 6, sky130_fd_sc_hd__clkbuf_8 6, sky130_fd_sc_hd__nand4_1 11, sky130_fd_sc_hd__xor2_1 7
sky130_fd_sc_hd__inv_1 7, sky130_fd_sc_hd__xnor2_1 15
-- layout make-up --
cell class                      instances  area (sq um)
Clock buffer                            7         86.33
Clock inverter                          1         30.03
Fill cell                            1016          7398
Inverter                                7         26.28
Multi-Input combinational cell        119         818.3
Sequential cell                        33         670.6
Tap cell                              111         138.9
Timing Repair Buffer                    3         27.53
No activity file was given, so power comes from the tool's default toggle rates.
